==> ./design.v <==
`timescale 1ns / 1ps
module lab7_q3(
    input x, clk, rst,
    output reg z
    );
    parameter s0 = 0, s1=1, s2=2, s3=3;
    reg [1:0] ps,ns;
    always @(posedge clk or posedge rst) begin
        if(rst)
            ps<=s0;
        else
            ps<=ns;
    end 
    always @(*) begin
        case(ps) 
            s0: begin
                z=0;
                if(x) begin
                    z=0; 
                    ns=s1;
                end
                else begin
                    z=0;
                    ns=s0;
                end
            end
            s1: begin
                z=0;
                if(x) begin
                    z=0;
                    ns=s2;
                end
                else begin
                    z=0;
                    ns=s0; 
                end
            end
            s2: begin
                z=0;
                if(x) begin
                    z=0;
                    ns=s2;
                end
                else begin
                    z=0;
                    ns=s3; 
                end
            end     
            s3: begin
                z=0;
                if(x) begin
                    z=1;
                    ns=s1;
                end
                else begin
                    z=0;
                    ns=s0;
                end 
            end    
        endcase    
   end 
endmodule
==> ./run.sh <==
#!/bin/bash
# OpenROAD 26Q1-2900-gdf79404cd8, Yosys 0.63+post, stock flow scripts
make -C /OpenROAD-flow-scripts/flow DESIGN_CONFIG=/design/flow/config.mk WORK_HOME=/design/flow/orfs finish
==> ./config.mk <==
export PLATFORM = sky130hd
export DESIGN_NAME = lab7_q3
export DESIGN_NICKNAME = lab7_q3
export VERILOG_FILES = /design/flow/design.v
export SDC_FILE = /design/flow/constraint.sdc
export NUM_CORES = 4
export LEC_CHECK = 1
export CORE_AREA = 10 10 70 70
export DIE_AREA = 0 0 80 80
==> ./constraint.sdc <==
current_design lab7_q3

set clk_period 1.1
set clk_io_pct 0.2

create_clock -name clk0 -period $clk_period [get_ports {clk}]

set non_clock_inputs [all_inputs -no_clocks]
set_input_delay [expr $clk_period * $clk_io_pct] -clock clk0 $non_clock_inputs
set_output_delay [expr $clk_period * $clk_io_pct] -clock clk0 [all_outputs]
==> flow_metrics.py <==
# Physical implementation metrics
metrics = {
    "cts": {
        "clockRootBuffer": "clkbuf_4",
        "htree_num_levels": 1,
        "cts_tree": "yes",
        "clkLatencyLatePin_ns": 0.24,
        "cts_buffers": 3,
        "cts.sinks": 4,
        "clk_path_buf_depth": 2,
        "post_cts_buffers": 0,
        "clkTransAtPathRegs_ns": 0.04,
    },
    "sta": {
        "fmax_ghz": 0.945,
        "drv_slew": 0,
        "hold_viol": 0,
        "layout_min_cycle_time_ns": 1.06,
        "rsz0062_at_grt": "no",
        "finalClockPeriodUsage_pct": 96.2,
        "timing.hold.ws_ns": 0.165,
        "worst_pin_slew_ns": 0.158,
        "finalSetupTns_ns": 0,
        "slew_headroom_pct": 89.4,
        "skew_ns": 0.00805,
        "finalSetupViolations": 0,
    },
    "route": {
        "drt_iter0_drc": 1,
        "vias": 112,
        "ant_nets": 0,
        "wire_per_inst_um": 5.36,
        "viasPerCell": 1.70,
        "antennaDiodeCount": 0,
        "drc": 0,
        "routed_wl_um": 354,
        "first_pass_iters": 3,
    },
    "final_layout": {
        "fin_area_um2": 264,
        "regMostFlops": "ps",
        "largest_reg_flops": 4,
        "fillers": 404,
        "top_regs": "ps: 4 flops",
        "final_layout_size_suffix_gt1_share_pct": 35.0,
        "syn_to_final_growth_pct": 86.7,
    },
    "setup_path": {
        "worstSetupStartpointType": "register",
        "required_ns": 0.88,
        "cp.arrival_ns": 0.84,
        "rr_worst_depth": 3,
        "worstPathMaxFanout": 2,
        "endpoint_kind": "output pin",
        "crit_type": "register to output pin",
    },
    "global_routing": {
        "overflow": 0,
        "antenna_found_initial": 0,
        "grt_pass1_vias": 121,
        "track_usage_pct": 1.14,
        "grt_pass1_wl_um": 538,
        "grt_max_degree": 5,
    },
    "logic_synthesis": {
        "yosys_cells": 11,
        "largest_area_cell": "dfrtp_1",
        "topCellsByArea": "dfrtp_1 (53%), dfstp_2 (19%), o21a_1 (11%)",
        "yosysWarnings": 1,
        "syn_inst": 11,
        "top_cell_area_share_pct": 53.1,
        "syn-cell-area_um2": 141,
        "synth_seq_share_pct": 71.7,
        "synth-seq-cells": 4,
        "synth.distinct_cells": 8,
        "synth_chip_area_um2": 141,
        "avgSynthCellArea_um2": 12.9,
    },
    "die": {
        "ios": 4,
        "num_rows": 21,
        "coreArea_mm2": 0.00342,
        "die_w_um": 80,
        "fp_util_pct": 4.14,
        "die_h_um": 80,
        "die-area_mm2": 0.00640,
    },
    "power": {
        "vdd_drop_max_mv": 0.207,
        "finalPower_w": 0.000400,
        "power_density_mw_per_mm2": 1510,
        "p_leak_nw": 0.110,
    },
    "flow_run": {
        "maxCapViolations": 0,
        "warnings": 25,
    },
    "min_path": {
        "hold_class": "primary input to async pin",
    },
    "place": {
        "dpl.hpwl_um": 271,
        "io_buffers": 3,
        "place_area_um2": 244,
        "gp_congestion": 0.603,
    },
    "outcome": {
        "status": "complete, no violations",
    },
}
[what timing repair did]
item | in CTS | in global routing
endpoints found under the setup margin | 1 | 0
resized | 4 | 0
endpoints found under the hold margin | 0 | 0
hold buffers | 0 | 0
[through the flow]
stage	setup slack (ns)	instances	util, %
final	0.0413	66	7.73
after global placement	-0.401	62	7.14
after detailed placement	-0.390	62	7.14
after CTS	0.0277	66	7.73
after global routing	0.00327	66	7.73
after floorplan	0.390	11	-
[critical path, stage by stage (launching register included)]
cell and delay, ns:
dfrtp_1 0.37, and2_1 0.13, buf_2 0.11
[where the power goes]
part / internal, W / leakage, nW / switching (W) / total (W)
Sequential: 0.000163 / 0.0518 / 0.00000675 / 0.000170
Combinational: 0.0000187 / 0.0437 / 0.0000127 / 0.0000314
Clock: 0.000136 / 0.0150 / 0.0000626 / 0.000199
[cells in the final DEF (no fill, tap or decap)]
| cell | Yosys | final |
|---|---|---|
| inv_1 | 1 | 1 |
| and2_1 | 1 | 1 |
| clkbuf_1 | 0 | 1 |
| nor3_1 | 1 | 1 |
| nor2b_1 | 1 | 1 |
| o21a_1 | 2 | 2 |
| dfstp_2 | 1 | 1 |
| dfrtp_1 | 3 | 3 |
| clkdlybuf4s50_1 | 0 | 1 |
| buf_4 | 0 | 2 |
| nor2_1 | 1 | 1 |
| buf_2 | 0 | 1 |
| clkbuf_4 | 0 | 3 |
| dlygate4sd2_1 | 0 | 1 |
[path summary, 6_finish.rpt]
check	start	endpoint	slack, ns
setup reg to reg	ps[3]	ps[0]	0.32
max in group asynchronous	rst	ps[0]	0.70
hold reg to reg	ps[1]	ps[1]	0.48
setup / recovery	ps[3]	z	0.04
hold / removal	rst	ps[2]	0.17
min in group clk0	x	ps[0]	0.37
[cells by family (layout without fill, tap and decap cells)]
| family | count (synthesis) | in the layout | synth area share, % |
|---|---|---|---|
| DFF | 4 | 4 | 71.7 |
| and+or+nand+nor | 4 | 4 | 15.0 |
| AOI/OAI and AO/OA | 2 | 2 | 10.6 |
| buffers and inverters | 1 | 10 | 2.65 |
[per-layer routing]
layer	global-route usage [%]	up-vias	part of all wire [%]
li1	-	54	-
met1	1.27	53	49
met2	1.12	3	38
met3	1.36	2	12
met4	0.704	0	1.4
met5	0	-	0
[cells in the mapped netlist]
cell type  number
dfrtp_1         3
o21a_1          2
and2_1          1
dfstp_2         1
inv_1           1
nor2_1          1
nor2b_1         1
nor3_1          1
[area by class of cell]
cell class	instances	area, µm²	share of cell area [%]
sequential	4	101	38.4
clock buffer	4	26.3	9.95
inverter	1	3.75	1.42
timing repair buffer	5	38.8	14.7
tap	46	57.6	21.8
multi-input combinational	6	36.3	13.7
Power is estimated from default activity; no workload was simulated.
